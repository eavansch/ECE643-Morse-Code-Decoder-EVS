===== design/flow/design.v =====
module sev_seg_erik(x_in, segs);
    input [4:0] x_in;
    output [6:0] segs;
    assign segs =
        (x_in == 5'h00) ? 7'b1000000 :  
        (x_in == 5'h01) ? 7'b1111001 :  
        (x_in == 5'h02) ? 7'b0100100 :  
        (x_in == 5'h03) ? 7'b0110000 :  
        (x_in == 5'h04) ? 7'b0011001 :  
        (x_in == 5'h05) ? 7'b0010010 :  
        (x_in == 5'h06) ? 7'b0000010 :  
        (x_in == 5'h07) ? 7'b1111000 :  
        (x_in == 5'h08) ? 7'b0000000 :  
        (x_in == 5'h09) ? 7'b0010000 :  
        (x_in == 5'h0A) ? 7'b0001000 :  
        (x_in == 5'h0B) ? 7'b0000011 :  
        (x_in == 5'h0C) ? 7'b1000110 :  
        (x_in == 5'h0D) ? 7'b0100001 :  
        (x_in == 5'h0E) ? 7'b0000110 :  
        (x_in == 5'h0F) ? 7'b0001110 :  
        (x_in == 5'h10) ? 7'b1000010 :  
        (x_in == 5'h11) ? 7'b0001001 :  
        (x_in == 5'h12) ? 7'b1111001 :  
        (x_in == 5'h13) ? 7'b1100001 :  
        (x_in == 5'h14) ? 7'b0111111 :  
        (x_in == 5'h15) ? 7'b1000111 :  
        (x_in == 5'h16) ? 7'b0111111 :  
        (x_in == 5'h17) ? 7'b0101011 :  
        (x_in == 5'h18) ? 7'b0100011 :  
        (x_in == 5'h19) ? 7'b0001100 :  
        (x_in == 5'h1A) ? 7'b0011000 :  
        (x_in == 5'h1B) ? 7'b0101111 :  
        (x_in == 5'h1C) ? 7'b0010010 :  
        (x_in == 5'h1D) ? 7'b0000111 :  
        (x_in == 5'h1E) ? 7'b1000001 :  
        (x_in == 5'h1F) ? 7'b0111111 :  
        (x_in == 5'h20) ? 7'b0111111 :  
        (x_in == 5'h21) ? 7'b0111111 :  
        (x_in == 5'h22) ? 7'b0010001 :  
        (x_in == 5'h23) ? 7'b0100100 :  
        7'b0111111 ;  
endmodule

===== design/flow/run.sh =====
#!/bin/bash
# OpenROAD 26Q1-2900-gdf79404cd8, Yosys 0.63+post, stock flow scripts
make -C /OpenROAD-flow-scripts/flow DESIGN_CONFIG=/design/flow/config.mk WORK_HOME=/design/flow/orfs finish

===== design/flow/config.mk =====
export PLATFORM = sky130hd
export DESIGN_NAME = sev_seg_erik
export DESIGN_NICKNAME = sev_seg_erik
export VERILOG_FILES = /design/flow/design.v
export SDC_FILE = /design/flow/constraint.sdc
export NUM_CORES = 4
export LEC_CHECK = 1
export CORE_AREA = 10 10 70 70
export DIE_AREA = 0 0 80 80

===== design/flow/constraint.sdc =====
current_design sev_seg_erik

set clk_period 1.7
set clk_io_pct 0.2

create_clock -name clk0 -period $clk_period

set non_clock_inputs [all_inputs -no_clocks]
set_input_delay [expr $clk_period * $clk_io_pct] -clock clk0 $non_clock_inputs
set_output_delay [expr $clk_period * $clk_io_pct] -clock clk0 [all_outputs]

==> reports/metrics.cfg <==
[status]
status=finished, final reports clean

[drt]
wl_um=1608
vias=591
ant_nets=0
route.detailed.drc=0
first_pass_iters=4
insertedDiodeCount=0
routedWlPerCell_um=11.09
drtIter0Drc=6
via_per_inst=4.076

[timing]
fin_crit_ps=1637
whs_ps=1086
fin_setup_tns_ps=0
hold_viol_final=0
setup_viol=0
relSlewSlack=0.8385
worstMarginPinSlew_ps=239.8
finalCritPeriodShare=0.9628
max_freq_mhz=611.0
slew_violations=0

[power]
p_leak_nw=0.3429
p_per_area_nw_per_um2=261.6
vdd_drop_max_uv=94.62

[synth]
synth_cell_types=28
netlist.area_leader.share=0.1143
top_area_cell=nand2_1
ys_cells=67
yosys-stat-area_um2=394.1
syn_area_um2=394.1
syn_inst=67
postSynthSeqShare=0
ys_warn_count=4
top_cells_by_area=nand2_1 (11%), a21oi_1 (7.6%), o21ai_0 (7.6%)
synth.avg_cell_area_um2=5.883

[layout]
syn_to_final_growth_pct=102.2
drive_above_1_share=0.5354
register_area_um2=0
lay_top_cells=buf_4 (16), nand2_1 (10), buf_6 (10), buf_2 (8)
nClkBuffers=0
final-instance-count-excl-fill=145
layout.cells.most_common=buf_4
ff_count=0
finalInstanceArea_um2=797.0

[grt]
grt_use_total=0.04987
grt_pass1_wl_um=2711
grtUsageMet3=0
grt_pass1_vias=585
grt.busiest_layer=met2
grt_use_met1=0.07515
gr-usage-met2=0.08186
grt_remaining_overflow=0
grt_antenna_before_repair=0
grt_max_degree=9

[placed_design]
placedInstanceArea_um2=641.9
finalWeightedCongestion=0.9563
placedCellCount=133
io_buffers=12
place_hpwl_um=1052

[setup_path]
cp.arrival_ps=1300
critPathLaunchType=input port
cpLargestDelayFamily=buffers and inverters
critPathMaxFanout=8
worst_setup_path_end_kind=output port
slowest_delay_ps=300
crit_required_ps=1360
cp_slowest_cell=a221o_1
path_class=in2out
crit_buf_inv=3
path_cells=clkbuf_4 -> buf_12 -> nand2b_1 -> a221o_1 -> o221ai_1 -> buf_2

[floorplanning]
die_w_um=80
die_height_um=80
io_pins=12
fp_util=0.1154
fp-row-count=21
die_area_um2=6400
core_um2=3416

[min_path]
hold_path_class=in2out

[run]
cap_violations=0
warnings=33

==> final timing paths <==
check / slack, ps / to / startpoint / cells after the start
worst min-delay path: 1090 / segs[3] / x_in[3] / 4
worst max-delay path: 60 / segs[4] / x_in[0] / 6
==> worst min-delay path: stages <==
cell	delay, ps
buf_4	120
buf_4	140
a21oi_2	50
buf_2	100
==> per-stage QoR <==
stage	setup WS [ps]	util	total power, mW
floorplan	384.5	-	0.08435
global placement	-690.6	0.1879	0.1742
detailed placement	-695.6	0.1879	0.1739
CTS	-2.841	0.2249	0.1997
global route	-1.228	0.2333	0.2264
finish	63.27	0.2333	0.2085
==> Yosys cell counts, drive strengths merged <==
cell type,number
nand2,12
nor2,9
o21ai,9
a21oi,7
buf,6
nand2b,4
a221o,2
inv,2
nor3,2
xnor2,2
a211o,1
a221oi,1
a311oi,1
a31oi,1
and2,1
o211ai,1
o21a,1
o221ai,1
o22ai,1
o32a,1
or2,1
or2b,1
==> logic make-up (layout without fill, tap and decap cells) <==
family | after synthesis | in the layout | synth area share
xor+xnor | 2 | 2 | 0.04445
simple gates | 30 | 30 | 0.3524
compound gates | 27 | 27 | 0.4635
buf+inv | 8 | 40 | 0.1397
==> metal layers <==
| metal | share of wire | wire length (µm) |
|---|---|---|
| met5 | 0 | 0 |
| met4 | 0 | 0 |
| met3 | 0.022 | 35 |
| met2 | 0.44 | 704 |
| met1 | 0.54 | 867 |
==> layout make-up <==
class,instances,area [µm²]
Fill cell,393,2619
Timing Repair Buffer,38,337.8
Inverter,2,7.507
Tap cell,46,57.56
Multi-Input combinational cell,59,394.1
==> repair_timing <==
| item | in CTS | in global routing |
|---|---|---|
| pin swaps | 10 | 3 |
| setup buffers | 9 | 1 |
| cloned | 2 | 0 |
| hold buffers | 0 | 0 |
| resized | 61 | 10 |
| endpoints found under the setup margin | 7 | 6 |
==> where the power goes <==
part	switching (mW)	internal [mW]
registers	0	0
logic	0.0928	0.116
clock network	0	0
No activity file was given, so power comes from the tool's default toggle rates.
